--- design.v ---
`timescale 1ns / 1ps
module FetchStage2(
	input wire clock_i,
	input wire reset_i,
	input wire enable_i,
	input wire shouldStalled_i,
	input wire [4:0] byteAddr_i, 
	input wire [0:255] block_i,
	output reg shouldStalled_o,
	output reg backDisable_o,
	output reg [3:0] nextByteOffset_o, 
	output reg [29:0] InstructionA_o, InstructionB_o,
	output reg InstructionAFormat_o, InstructionBFormat_o,
	output reg enableA_o, enableB_o
    );
	reg [31:0] InstructionA, InstructionB;
	reg InstructionAFormat, InstructionBFormat; 
	always @(posedge clock_i)
	begin
		if(enable_i == 1 && (shouldStalled_i == 0))
		begin
				enableA_o <= 1;
				enableB_o <= 1;
			if(reset_i == 1)
			begin
				enableA_o <= 0;
				enableB_o <= 0;
				nextByteOffset_o <= 0;
			end
			else if(block_i[byteAddr_i * 8] == 1) 
			begin
				InstructionA <= block_i[(byteAddr_i * 8) +: 30];
				InstructionAFormat <= 1;
				if(block_i[(byteAddr_i * 8) + (30)] == 1) 
				begin
					InstructionB <= block_i[((byteAddr_i * 8) + 30) +: 30];
					InstructionBFormat <= 1;
					nextByteOffset_o <= 8;
				end
				else if(block_i[(byteAddr_i * 8) + (30)] == 0) 
				begin
					InstructionB <= block_i[((byteAddr_i * 8) + 30) +: 19];
					InstructionBFormat <= 0;
					nextByteOffset_o <= 7;
				end
			end
			else if(block_i[byteAddr_i * 8] == 0) 
			begin
				InstructionAFormat <= 0;
				InstructionA <= block_i[(byteAddr_i * 8) +: 19]; 
				if(block_i[(byteAddr_i * 8) + 19] == 1) 
				begin
					InstructionB <= block_i[((byteAddr_i * 8) + 19) +: 30];
					InstructionBFormat <= 1;
					nextByteOffset_o <= 7;
				end
				else if(block_i[(byteAddr_i * 8) + 19] == 0) 
				begin
					InstructionB <= block_i[((byteAddr_i * 8) + 19) +: 19]; 
					InstructionBFormat <= 0;
					nextByteOffset_o <= 5;
				end			
			end
			else 
				nextByteOffset_o <= 0;
			InstructionA_o <= InstructionA; InstructionB_o <= InstructionB;
			InstructionAFormat_o <= InstructionAFormat; InstructionBFormat_o <= InstructionBFormat;
		end
	end
endmodule
--- run.sh ---
#!/bin/bash
# OpenROAD 26Q1-2900-gdf79404cd8, Yosys 0.63+post, stock flow scripts
make -C /OpenROAD-flow-scripts/flow DESIGN_CONFIG=/design/flow/config.mk WORK_HOME=/design/flow/orfs finish
--- config.mk ---
export PLATFORM = sky130hd
export DESIGN_NAME = FetchStage2
export DESIGN_NICKNAME = FetchStage2
export VERILOG_FILES = /design/flow/design.v
export SDC_FILE = /design/flow/constraint.sdc
export NUM_CORES = 4
export LEC_CHECK = 1
export CORE_UTILIZATION = 50
--- constraint.sdc ---
current_design FetchStage2

set clk_period 23.4
set clk_io_pct 0.2

create_clock -name clk0 -period $clk_period [get_ports {clock_i}]

set non_clock_inputs [all_inputs -no_clocks]
set_input_delay [expr $clk_period * $clk_io_pct] -clock clk0 $non_clock_inputs
set_output_delay [expr $clk_period * $clk_io_pct] -clock clk0 [all_outputs]
==> notes.md <==
Physical implementation status

The tree is rooted in a clkbuf_16. The number of different library cells used by synthesis comes to ~110. In this run, synthesis produced a sequential element count of 128.

The post-synthesis instance total stands at between 4,000 and 5,000. The number of global-route vias before repair was ~49,000. For this run, the leading register cell type out of synthesis is edfxtp_1. For this design the top-level I/O count stands at 335.

The main area contributors are mux4_2 17%, edfxtp_1 10%, mux2i_1 10%. Buffers inserted to repair hold after CTS numbered 0. The Yosys step of the flow raised 3 warnings. The largest buffer count on any clock path stands at 2.

The first global-routing pass estimated 393,000 um of wire. The area fraction of the dominant cell type after synthesis stands at 17.3%. Per the OpenROAD floorplan log, the width of the die is 273 um. The buffers inserted during post-CTS setup optimization stands at 0.

The report lists the number of cells resized after CTS as 0. The total overflow left after global routing is 26. The total clock sinks stands at 128. The first error in the log reads "[ERROR GRT-0116] Global routing finished with congestion. Check the congestion regions in the DRC Viewer".

The cell total in the yosys stat output stands at between 4,000 and 5,000. The die is 273 um tall. Of all cell types, the one taking the most synthesized area is mux4_2. The initialized floorplan defines 99 standard-cell rows.

The run stopped with a tool error. The post-synthesis instance area stands at 36,800 um^2. The synthesis stats list as the most numerous cell nand2_1.

The effective utilization at floorplan stands at 50.5%. The total routing usage reported by global routing stands at 78.0%. Sequential elements use 10.5% of the synthesized area. The CTS report gives the tree buffer count as 17.

After synthesis, the most frequently instantiated cells are 560 x nand2_1, 380 x mux2i_1, 375 x a21oi_1. The flow stopped in 5_1_grt. Per the synth stats, the proportion of register bits with asynchronous set or reset is 0%. CTS built an H-tree with a depth of 4. After synthesis, the mean cell area works out to 7.88 um^2. Once placement completed, the tool counted placed cells totaling 5,626. The count of buffers inserted at the top-level ports stands at 332. The chip area from the yosys synthesis statistics stands at 36,800 um^2. The number of synthesized flops with an enable pin stands at 128. The pin count of the biggest net entering global routing stands at 132. Summed over all nets, the half-perimeter wirelength after detailed placement is 191,000 um.

The congestion estimate from routability-driven global placement came to 1.31.
metal layers:
metal	GRT overflow	track usage (%)
met1	0	80.7
met2	17	88.6
met3	1	70.4
met4	8	69.2
met5	0	43.5
cell families after synthesis:
logic type,synth area share [%]
AOI/OAI and AO/OA,30.4
DFF,10.5
buffers and inverters,8.44
other,0.0102
muxes,32.5
adders and majority gates,0.340
xor gates and xnor gates,0.956
and+or+nand+nor,16.9
metrics by stage:
step                      hold WS, ns  cell area (um^2)  total power (W)  worst slack, ns
after detailed placement        0.405             40600          0.00181            12.95
after global placement          0.400             40600          0.00181            12.93
after CTS                       0.418             41200          0.00210            13.47
after floorplan                 0.400             36800          0.00116            12.86
Power figures rest on the tool's default switching activity, not on a simulated workload.
