### design.v
`timescale 1ns / 1ps
module FetchStage1(
	input wire clock_i,
	input wire reset_i,
	input wire [10:0] blockAddr_i,
	input wire shouldStalled_i,
	input wire[3:0] nextByteOffset_i,
	input wire writeEnable_i,
	input wire [7:0] writeAddress_i,
	input wire [255:0] writeBlock_i,	
	output reg [255:0] block_o,
	output reg enable_o
    );
	parameter BLOCK_SIZE = 32;
	parameter BITS_PER_BYTE = 8;
	parameter CACHE_LINES = 32;
	reg [BLOCK_SIZE * BITS_PER_BYTE - 1:0] iCache [CACHE_LINES -1 :0]; 
	reg writeEnable;
	reg [15:0] writeAddress;
	reg [10:0] blockAddress;
	reg [BLOCK_SIZE * BITS_PER_BYTE - 1:0] writeBlock;		
	reg [BLOCK_SIZE * BITS_PER_BYTE - 1:0] block; 
	reg enable;
	integer i;
	always @(posedge clock_i)
	begin
		if((reset_i == 0))
		begin	
			if(writeEnable == 1 && (shouldStalled_i == 0))
			begin 
				iCache[writeAddress] <= writeBlock;
				enable <= 0;
			end
			else if(shouldStalled_i == 0)
			begin 
				block <= iCache[blockAddress];
				enable <= 1;
			end
		end		
		else if(reset_i == 1)
		begin 
			enable <= 0;
		end			
	end
	always @(posedge clock_i)
	begin	
		if((reset_i == 0) && (shouldStalled_i == 0))
		begin
			blockAddress <= blockAddr_i;
			writeEnable <= writeEnable_i;
			writeAddress <= writeAddress_i;
			writeBlock <= writeBlock_i;	
			block_o <= block;
			enable_o <= enable;
		end		
	end
endmodule
### config.mk
export PLATFORM = sky130hd
export DESIGN_NAME = FetchStage1
export DESIGN_NICKNAME = FetchStage1
export VERILOG_FILES = /design/flow/design.v
export SDC_FILE = /design/flow/constraint.sdc
export NUM_CORES = 4
export LEC_CHECK = 1
export CORE_UTILIZATION = 30
export SYNTH_MEMORY_MAX_BITS = 65536
### constraint.sdc
current_design FetchStage1

set clk_period 122.8
set clk_io_pct 0.2

create_clock -name clk0 -period $clk_period [get_ports {clock_i}]

set non_clock_inputs [all_inputs -no_clocks]
set_input_delay [expr $clk_period * $clk_io_pct] -clock clk0 $non_clock_inputs
set_output_delay [expr $clk_period * $clk_io_pct] -clock clk0 [all_outputs]
### run.sh
#!/bin/bash
# OpenROAD 26Q1-2900-gdf79404cd8, Yosys 0.63+post, stock flow scripts
make -C /OpenROAD-flow-scripts/flow DESIGN_CONFIG=/design/flow/config.mk WORK_HOME=/design/flow/orfs finish
==> results_slide.txt <==
Implementation Results

Final timing
  – Setup TNS: 0 ns
  – Worst slew pin tran: approximately 1.3 ns
  – Final hold vios: 0
  – Relative slew slack: 12.2%
  – Max Freq: around 34 MHz
  – Final setup fails: 0
  – RSZ-0062 raised after global routing: false
  – Crit path time final: ~29 ns
  – Clock Skews: 0.122 ns
  – Post-layout period usage: 23.9%
  – Final Max Slew Viols: 0
  – Fin Hold WS: 0.356 ns

Logic synthesis
  – Yosys simple share: 0.690%
  – Unique cell types: 31
  – Yosys cell count: 13300
  – XOR Share, Synth: 0%
  – Logic family by area: multiplexers
  – Compound Share, Synth: around 2.1%
  – Post-synthesis cell area: between 300000 and 400000 sq um
  – YS warnings: 1
  – Sequential area share after synthesis: between 80% and 90%
  – Area leader share: 81.8%
  – Chip area line of the yosys report: approximately 330000 sq um
  – MUX share of area: between 10% and 20%
  – Adder-Cell Fraction of Synth Area: 0%
  – Top cells, area: edfxtp_1, mux4_2, o22ai_1, mux2i_1, buf_6
  – Synthesized area per cell: between 20 and 25 sq um
  – Synth flops: 8973
  – Post-Synthesis Cells: 13300
  – Cell taking the most area after synthesis: edfxtp_1

Cells and area
  – P&R area growth vs syn: 17.1%
  – Sequential cell area: between 200000 and 300000 sq um
  – Design area: a little under 400000 sq um
  – MI comb area: ~56000 sq um
  – FILL cells: slightly below 100k
  – Core Util, Final: between 30% and 40%
  – Most frequent cells in the layout: edfxtp_1, mux4_2, clkbuf_16, buf_4, o22ai_1
  – Most frequent logic cell in the layout: edfxtp_1
  – Share of cells above drive strength 1: a little over a quarter

Critical path
  – CP required: roughly 120 ns
  – Crit. End Element: flop
  – Critical path arrival: approximately 30 ns
  – Max FO, Critical Path: 24
  – Critical path class: in -> reg
  – CP Launch Type: primary input

Power
  – Reg power frac: 53.2%
  – LEAKAGE: about 120 nW
  – Comb pwr share: 4.8%
  – Psw: about 1.4 mW
  – Internal power component: between 5 and 6 mW
  – Clock Power Share: a little over two fifths
  – VDD IR max: about 0.000015 V
  – Sw Ratio: 21.6%
  – PwrDens: roughly 17 nW/um^2

Min path
  – Tightest Hold Check Type: reg -> reg

Detailed routing
  – DR WL/cell: 29.4 um
  – Final wirelength: just under 900 mm
  – DRC: 0
  – First drt pass iteration count: 5
  – Initial drt markers: 10000
  – Antenna-violating nets left: 0
  – Vias: roughly 150k
  – Via density: around 5

Global routing
  – Grt ovf: 0
  – Largest net degree at the start of global routing: roughly 100
  – GRT Total Usage: between 10% and 20%
  – Vias in the first global route: 169000
  – First-pass GRT wire length: roughly 1300 mm
  – Initial antenna violation count: 46

Die
  – Die Ht: 1.05 mm
  – Row Count: around 380
  – Core region area: 1090000 sq um
  – Die Wd: ~1.0 mm
  – I/O pin total: roughly 540
  – FP Core Util: ~30%
  – Chip area: between 1000000 and 1500000 sq um

CTS
  – Worst-path clk slew: roughly 0.060 ns
  – CTS hold repair buffers: 0
  – Htree depth: 6
  – # clock sinks: 8973
  – CTS tree: built
  – Bufs on Longest Clock Path: 5
  – Setup Buffers After CTS: 0
  – Worst-Skew Late Latency: around 1.2 ns
  – Cts bufs inserted: between 900 and 1000
  – CTS root buffer: clkbuf_16
  – Post-cts resize count: 0

Run
  – Tool warnings: about 42
  – Max Cap Violations: 0

Placement
  – Number of I/O port buffers: about 530
  – GPL Wtd Cong: approximately 0.79
  – Detail Placement HPWL: just over 500 mm
  – DP Area: 356000 sq um

Run status
  – Status: complete, no violations
## state kept, by name (all words and copies together), names as in the netlist
name          flops
block           256
blockAddress      5
block_o         256
enable            1
enable_o          1
iCache         8192
writeAddress      5
writeBlock      256
writeEnable       1
## power by group through the flow
stage / sequential [mW] / combinational, mW / clock (mW)
CTS: 3.42 / 0.318 / 2.76
global route: 3.42 / 0.333 / 2.88
finish: 3.42 / 0.307 / 2.71
## cell usage after synthesis
master and n:
edfxtp_1 8972, mux4_2 1916, o22ai_1 892, buf_2 339, mux2i_1 264, nor4_1 223, a22oi_1 198, buf_6 171
clkbuf_1 120, nand3_1 68, nor2_1 43, nand4_1 34, buf_4 30, buf_1 25, clkbuf_4 10, buf_8 9
nand2_1 7, nand3b_1 3, nor2b_1 3, or3_1 3, or3b_2 3, or2_2 2, a21oi_1 1, and2_1 1
and3_1 1, buf_12 1, dfxtp_1 1, nand2_2 1, nand2b_1 1, nor3_1 1, nor3b_1 1
## layout make-up
| cell class | count | area share, % |
|---|---|---|
| Antenna cell | 51 | 0.0331 |
| Clock buffer | 1116 | 6.17 |
| Clock inverter | 578 | 1.42 |
| Multi-Input combinational cell | 3666 | 14.5 |
| Sequential cell | 8973 | 69.9 |
| Tap cell | 14500 | 4.70 |
| Timing Repair Buffer | 1443 | 3.23 |
## stage by stage
| step | power [mW] | cells | worst slack [ns] |
|---|---|---|---|
| 2_1_floorplan | 3.66 | 13300 | 59.71 |
| 3_3_place_gp | 3.80 | 28600 | 92.28 |
| 3_5_place_dp | 3.80 | 28600 | 92.31 |
| 4_1_cts | 6.50 | 30300 | 93.55 |
| 5_1_grt | 6.63 | 30300 | 93.43 |
| 6_report | 6.43 | 30300 | 93.43 |
## routing by layer
| metal | track usage [%] | share of wire (%) |
|---|---|---|
| met4 | 3.99 | 2.8 |
| met1 | 17.2 | 29 |
| met2 | 27.1 | 49 |
| met3 | 14.8 | 19 |
| met5 | 0.701 | 0.074 |
## worst max-delay path, cell delays in order
cell and delay [ns]:
clkdlybuf4s50_1 0.55, or3b_2 0.66, or3_1 0.69, nor2_4 0.63
buf_4 0.58, buf_4 0.61, buf_4 0.55, buf_4 0.52
buf_4 0.60
## logic make-up after synthesis
| group | after synthesis |
|---|---|
| muxes | 2180 |
| AOI/OAI and AO/OA | 1091 |
| DFF | 8973 |
| and+or+nand+nor | 395 |
| buffers and inverters | 705 |
## path summary, 6_finish.rpt
kind                                 startpoint             end  slack (ns)  cells after the start
worst max register to register  blockAddress[0]      block[219]      114.57                     13
worst min register to register       block[114]    block_o[114]        0.36                      0
worst min-delay path                 block[114]    block_o[114]        0.36                      0
worst max-delay path            shouldStalled_i  iCache[0][116]       93.43                      9
Power is estimated from default activity; no workload was simulated.
