--- flow/design.v ---
`timescale 1ns / 1ps
module WritebackFIFO(
	input wire clock_i,
	input wire reset_i,
	input wire ArithEnable_i,
	input wire [4:0] ArithWriteAddress_i,
	input wire [15:0] ArithWriteData_i,
	input wire [1:0] ArithWriteStatus_i,
	input wire StoreEnable_i,
	input wire [4:0] StoreWriteAddress_i,
	input wire [15:0] StoreWriteData_i,
	output reg enable_o,
	output reg [4:0] Address_o,
	output reg [15:0] Data_o,
	output reg [1:0] status_o
	);
	parameter NUM_QUEUE_ENTRIES = 8;
	integer i;
	reg [1:0] statusR;
	reg [4:0] Address [NUM_QUEUE_ENTRIES -1: 0];
	reg [15:0] Data [NUM_QUEUE_ENTRIES -1: 0];
	reg [1:0] status [NUM_QUEUE_ENTRIES -1: 0];
	reg [3:0] front, back; 
	always @(posedge clock_i)
	begin
		if(reset_i)
		begin
			front <= 0;
			back <= 0;
			statusR <= 0;
			for(i = 0; i < NUM_QUEUE_ENTRIES; i = i + 1)
			begin
				Address[i] <= 0;
				Data[i] <= 0;
				status[i] <= 0;
			end
		end
		else
		begin
			if((!ArithEnable_i) && (!StoreEnable_i))
			begin 
			end
			else if((!ArithEnable_i) && StoreEnable_i)
			begin
				back <= (back + 1) % NUM_QUEUE_ENTRIES;
				status[(back + 0) % NUM_QUEUE_ENTRIES] <= statusR;
				Address[(back + 0) % NUM_QUEUE_ENTRIES] <= StoreWriteAddress_i;
				Data[(back + 0) % NUM_QUEUE_ENTRIES] <= StoreWriteData_i;						
			end
			else if(ArithEnable_i && (!StoreEnable_i))
			begin
				back <= (back + 1) % NUM_QUEUE_ENTRIES;
				statusR <= ArithWriteStatus_i; 
				status[(back + 0) % NUM_QUEUE_ENTRIES] <= statusR;	
				Address[(back + 0) % NUM_QUEUE_ENTRIES] <= ArithWriteAddress_i;
				Data[(back + 0) % NUM_QUEUE_ENTRIES] <= ArithWriteData_i;					
			end
			else if(ArithEnable_i && StoreEnable_i)
			begin 
				back <= (back + 2) % NUM_QUEUE_ENTRIES;
				statusR <= ArithWriteStatus_i; 
				status[(back + 0) % NUM_QUEUE_ENTRIES] <= statusR;
				status[(back + 1) % NUM_QUEUE_ENTRIES] <= statusR;		
				Address[(back + 0) % NUM_QUEUE_ENTRIES] <= ArithWriteAddress_i;
				Address[(back + 1) % NUM_QUEUE_ENTRIES] <= StoreWriteAddress_i;
				Data[(back + 0) % NUM_QUEUE_ENTRIES] <= ArithWriteData_i;
				Data[(back + 1) % NUM_QUEUE_ENTRIES] <= StoreWriteData_i;						
			end
			if(front == back) 
			begin
				enable_o <= 0;
			end
			else if(((front + 1) % NUM_QUEUE_ENTRIES) > back) 
			begin
				enable_o <= 0;
			end
			else
			begin 
				enable_o <= 1;
				Address_o <= Address[(front + 0) % NUM_QUEUE_ENTRIES];
				Data_o <= Data[(front + 0) % NUM_QUEUE_ENTRIES];
				status_o <= status[(front + 0) % NUM_QUEUE_ENTRIES];
				front <= (front + 1) % NUM_QUEUE_ENTRIES;
			end			
		end
	end
endmodule
--- flow/run.sh ---
#!/bin/bash
# OpenROAD 26Q1-2900-gdf79404cd8, Yosys 0.63+post, stock flow scripts
make -C /OpenROAD-flow-scripts/flow DESIGN_CONFIG=/design/flow/config.mk WORK_HOME=/design/flow/orfs finish
--- flow/constraint.sdc ---
current_design WritebackFIFO

set clk_period 8.3
set clk_io_pct 0.2

create_clock -name clk0 -period $clk_period [get_ports {clock_i}]

set non_clock_inputs [all_inputs -no_clocks]
set_input_delay [expr $clk_period * $clk_io_pct] -clock clk0 $non_clock_inputs
set_output_delay [expr $clk_period * $clk_io_pct] -clock clk0 [all_outputs]
--- flow/config.mk ---
export PLATFORM = sky130hd
export DESIGN_NAME = WritebackFIFO
export DESIGN_NICKNAME = WritebackFIFO
export VERILOG_FILES = /design/flow/design.v
export SDC_FILE = /design/flow/constraint.sdc
export NUM_CORES = 4
export LEC_CHECK = 1
export CORE_UTILIZATION = 40
==> impl_results.html <==
<!-- implementation run metrics -->
<table>
<tr><th>Metric</th><th>Value</th></tr>
<tr><th colspan="2">Floorplanning</th></tr>
<tr><td>Width of the die</td><td>164 µm</td></tr>
<tr><td>Initial core utilization</td><td>0.406</td></tr>
<tr><td>Row count</td><td>a little under 60</td></tr>
<tr><td>Vertical die size</td><td>roughly 160 µm</td></tr>
<tr><td>Die Outline Area</td><td>27000 µm²</td></tr>
<tr><td>Number of placed I/O pins</td><td>slightly above 70</td></tr>
<tr><td>Area of the placeable core</td><td>approximately 26000 µm²</td></tr>
<tr><th colspan="2">Routing</th></tr>
<tr><td>Drt first-iter violations</td><td>~500</td></tr>
<tr><td>Residual DRC</td><td>0</td></tr>
<tr><td>WL/cell</td><td>23.1 µm</td></tr>
<tr><td>Post-route antenna net violation count</td><td>0</td></tr>
<tr><td>Routed WL</td><td>~28 mm</td></tr>
<tr><td>Iteration count of the initial detailed-routing pass</td><td>5</td></tr>
<tr><td>Via Count</td><td>6850</td></tr>
<tr><td>Antenna cell count</td><td>0</td></tr>
<tr><td>Ratio of routed vias to standard cells</td><td>between 5 and 6</td></tr>
<tr><th colspan="2">STA</th></tr>
<tr><td>Unrepaired setup endpoints after global routing</td><td>false</td></tr>
<tr><td>Share of the clock period used by the worst path after layout</td><td>0.546</td></tr>
<tr><td>Worst hold slack</td><td>614 ps</td></tr>
<tr><td>Final TNS setup</td><td>0 ps</td></tr>
<tr><td>Largest clock skew in the final design</td><td>14.3 ps</td></tr>
<tr><td>Fmax</td><td>around 220 MHz</td></tr>
<tr><td>Worst-Margin Slew</td><td>roughly 1100 ps</td></tr>
<tr><td>Max-slew violation count</td><td>0</td></tr>
<tr><td>Final number of hold-violating endpoints</td><td>0</td></tr>
<tr><td>Relative slew margins</td><td>0.274</td></tr>
<tr><td>Final setup vio count</td><td>0</td></tr>
<tr><td>Minimum clock period after layout</td><td>roughly 4500 ps</td></tr>
<tr><th colspan="2">Clock network</th></tr>
<tr><td>CTS tree</td><td>done</td></tr>
<tr><td>Clock-pin slew on the worst setup and hold paths</td><td>around 60 ps</td></tr>
<tr><td>Insertion Delay late pin</td><td>about 540 ps</td></tr>
<tr><td>TritonCTS sink count</td><td>216</td></tr>
<tr><td>Hold buffer count at CTS</td><td>0</td></tr>
<tr><td>CTS-repair resized insts</td><td>0</td></tr>
<tr><td>Number of buffers created by CTS</td><td>25</td></tr>
<tr><td>CTS Buffer Depth</td><td>3</td></tr>
<tr><td>Clk root buf</td><td>clkbuf_16</td></tr>
<tr><td>Post-CTS Setup Inserts</td><td>0</td></tr>
<tr><td>H-Tree Depth</td><td>1</td></tr>
<tr><th colspan="2">Cells and area</th></tr>
<tr><td>Final Instance Count excl. Fillers</td><td>roughly 1200</td></tr>
<tr><td>Fraction of layout instances using a drive strength above 1</td><td>0.174</td></tr>
<tr><td>Layout overhead on the synthesized area</td><td>17.5%</td></tr>
<tr><td>Most frequent cells in the layout</td><td>edfxtp_1, nand2_1, o21ai_0</td></tr>
<tr><td>Post-route cell area</td><td>12400 µm²</td></tr>
<tr><td>Fill cell count</td><td>2228</td></tr>
<tr><td>Most frequent standard cell in the layout excluding fill and tap cells</td><td>edfxtp_1</td></tr>
<tr><th colspan="2">Setup path</th></tr>
<tr><td>Largest driver fanout on the critical path</td><td>24</td></tr>
<tr><td>Worst path arrival time</td><td>approximately 4800 ps</td></tr>
<tr><td>Required time worst endpoint</td><td>~8600 ps</td></tr>
<tr><td>CP Class</td><td>in -&gt; reg</td></tr>
<tr><td>Crit end category</td><td>flip-flop</td></tr>
<tr><td>Kind of start point of the critical path</td><td>input port</td></tr>
<tr><th colspan="2">Synth</th></tr>
<tr><td>Top FF cell, synth</td><td>edfxtp_1</td></tr>
<tr><td>Count of library flops with an enable pin</td><td>roughly 210</td></tr>
<tr><td>Number of cells produced by synthesis</td><td>about 800</td></tr>
<tr><td>FFs w/ async S/R, synth</td><td>0</td></tr>
<tr><td>Post-synthesis cell count from yosys</td><td>roughly 800</td></tr>
<tr><td>Count of synthesis-stage warnings from yosys</td><td>1</td></tr>
<tr><td>Proportion of synthesized chip area in sequential cells</td><td>0.607</td></tr>
<tr><td>Yosys chip area</td><td>10600 µm²</td></tr>
<tr><td>Total of flip-flops plus latches after synthesis</td><td>between 200 and 250</td></tr>
<tr><td>Average size of a mapped cell</td><td>13.3 µm²</td></tr>
<tr><td>Area of the mapped netlist</td><td>between 10000 and 15000 µm²</td></tr>
<tr><td>Count of different cell masters after synthesis</td><td>~46</td></tr>
<tr><th colspan="2">Global route</th></tr>
<tr><td>Vias in the first global route</td><td>~7200</td></tr>
<tr><td>Wire length of the first global-routing pass</td><td>about 42 mm</td></tr>
<tr><td>Pin count of the biggest net entering global routing</td><td>~50</td></tr>
<tr><td>GR Util All Layers</td><td>0.232</td></tr>
<tr><td>Number of antenna violations at the first check in global routing</td><td>1</td></tr>
<tr><td>GRT overflow</td><td>0</td></tr>
<tr><th colspan="2">Job</th></tr>
<tr><td>Max capacitance violation total</td><td>0</td></tr>
<tr><td>Number of warnings in the stage logs</td><td>33</td></tr>
<tr><th colspan="2">Hold path</th></tr>
<tr><td>Class of the most critical hold timing path</td><td>reg -&gt; reg</td></tr>
<tr><th colspan="2">Power</th></tr>
<tr><td>Cell area power density</td><td>247 nW/µm²</td></tr>
<tr><td>Leakage power</td><td>4.20 nW</td></tr>
<tr><td>Worst ir drop on vdd</td><td>approximately 0.18 mV</td></tr>
<tr><td>Overall power consumption</td><td>slightly above 3 mW</td></tr>
<tr><th colspan="2">Run status</th></tr>
<tr><td>Status</td><td>completed</td></tr>
<tr><th colspan="2">Place</th></tr>
<tr><td>Inst Count DP</td><td>around 1200</td></tr>
<tr><td>Standard cell area after detailed placement</td><td>around 12000 µm²</td></tr>
<tr><td>Routability cong.</td><td>a little over 0.8</td></tr>
<tr><td>Port-buffer cells</td><td>71</td></tr>
<tr><td>Post-detail-place hpwl</td><td>between 15 and 20 mm</td></tr>
</table>
-- final cells by class --
class,instances,area [µm²],area share
Tap cell,335,419,0.0338
Clock inverter,20,166,0.0134
Timing Repair Buffer,98,913,0.0737
Sequential cell,216,6410,0.517
Multi-Input combinational cell,497,3820,0.308
Clock buffer,26,629,0.0508
Inverter,10,37.5,0.00303
-- worst max-delay path: stages --
cell and delay [ps]:
clkdlybuf4s50_1 530, inv_1 100, ha_1 240, nor3_2 300, nor3_1 120, nand2_1 700, nand3_1 710, buf_4 430
-- worst paths after layout --
| kind | from | to | slack [ps] | cells after the start |
|---|---|---|---|---|
| max | StoreEnable_i | status[6][0] | 3770 | 8 |
| max reg2reg | back[0] | Data[2][13] | 4990 | 7 |
| min reg2reg | back[2] | back[2] | 610 | 2 |
| min | back[2] | back[2] | 610 | 2 |
-- flip-flops by register name, indices dropped and copies added, names as in the netlist --
| signal | flops |
|---|---|
| back | 3 |
| enable_o | 1 |
| Data_o | 16 |
| status_o | 2 |
| Address_o | 5 |
| statusR | 2 |
| status | 16 |
| front | 3 |
| Data | 128 |
| Address | 40 |
-- per-layer routing --
metal,GRT usage,wire length [µm],up-vias
li1,-,-,3136
met4,0.0601,797,0
met2,0.341,12900,406
met1,0.330,10600,3257
met3,0.111,3420,51
met5,0.0114,0,-
-- cells in the mapped netlist (all sizes together), types with 3 or more instances --
cell type,instances,area [µm²]
edfxtp,208,6250
nand2,139,522
o21ai,131,656
clkbuf,49,184
mux4,46,1040
o2bb2ai,42,368
mux2,25,282
mux2i,24,244
buf,23,130
ha,15,188
a21boi,14,105
nor2,14,57.6
inv,10,37.5
dfxtp,8,160
nand3,8,40.0
nor3,5,40.0
or3,4,25.0
a21oi,3,15.0
nor3b,3,22.5
xor2,3,26.3
-- stage by stage --
stage	worst slack, ps	utilization
detailed placement	3290	0.447
global route	3540	0.477
global placement	3330	0.447
finish	3770	0.477
CTS	3850	0.477
floorplan	4520	-
-- kinds of logic after synthesis --
| logic type | after synthesis | share of synthesized area |
|---|---|---|
| buffers and inverters | 82 | 0.0333 |
| XOR/XNOR | 5 | 0.00415 |
| adder cells (fa/ha/maj) | 15 | 0.0178 |
| AND-OR/OR-AND | 198 | 0.114 |
| multiplexers | 95 | 0.148 |
| AND/OR/NAND/NOR | 184 | 0.0754 |
| flip-flops | 216 | 0.607 |
-- power breakdown --
group / internal, mW / total, mW / switching [mW]
logic: 0.315 / 0.606 / 0.291
clock network: 0.616 / 1.07 / 0.453
registers: 1.32 / 1.39 / 0.0657
total: 2.26 / 3.07 / 0.810
No activity file was given, so power comes from the tool's default toggle rates.
