`flow/design.v`:
```
`timescale 1ns / 1ps
module RegisterUnit(
   input wire clock_i, reset_i,
   input wire enableA_i, enableB_i,
	input wire pwriteA_i, preadA_i, sreadA_i, pwriteB_i, preadB_i, sreadB_i,
	input wire[1:0] functionTypeA_i, functionTypeB_i,
	input wire [6:0] opcodeA_i, opcodeB_i,
	input wire[4:0] primOperandA_i, primOperandB_i,
	input wire [15:0] secOperandA_i, secOperandB_i,
	input wire flushBack_i, 
	output reg enableA_o, enableB_o,
	output reg wbA_o, wbB_o, 
	output reg [6:0] opCodeA_o, opCodeB_o,
	output reg [4:0] regAddrA_o, regAddrB_o,
	output reg [15:0] primOperandA_o, primOperandB_o, 
	output reg [15:0] secOperandA_o, secOperandB_o,
	output reg [1:0] functionTypeA_o, functionTypeB_o,
	output reg [1:0] operationStatusA_o, operationStatusB_o,
	input wire wbA_i, wbB_i,
	input wire [4:0] wbAddrA_i, wbAddrB_i,
	input wire [15:0] wbValA_i, wbVAlB_i,
	input wire [1:0] operationStatusA_i, operationStatusB_i
    );
	parameter NUM_REGISTERS_PER_BANK = 32, NUM_REG_BANKS = 1;
	reg [15:0] regFile [(NUM_REGISTERS_PER_BANK * NUM_REG_BANKS)-1:0]; 
	reg [1:0] operationStatusA, operationStatusB; 
	reg [5:0] bankSelect;
	integer i;	
	reg enableA_ib, enableB_ib;
	reg pwriteA_ib, preadA_ib, sreadA_ib, pwriteB_ib, preadB_ib, sreadB_ib;
	reg [1:0] functionTypeA_ib, functionTypeB_ib;
	reg [6:0] opcodeA_ib, opcodeB_ib;
	reg [4:0] primOperandA_ib, primOperandB_ib;
	reg [15:0] secOperandA_ib, secOperandB_ib;
	reg wbA_ib, wbB_ib;
	reg [4:0] wbAddrA_ib, wbAddrB_ib;
	reg [15:0] wbValA_ib, wbVAlB_ib;
	reg [1:0] operationStatusA_ib, operationStatusB_ib;
	reg enableA_ob, enableB_ob;
	reg wbA_ob, wbB_ob;
	reg [6:0] opCodeA_ob, opCodeB_ob;
	reg [4:0] regAddrA_ob, regAddrB_ob;
	reg [15:0] primOperandA_ob, primOperandB_ob;
	reg [15:0] secOperandA_ob, secOperandB_ob;
	reg [1:0] functionTypeA_ob, functionTypeB_ob;
	always @(posedge clock_i)
	begin
		enableA_ib <= enableA_i; enableB_ib <= enableB_i;
		pwriteA_ib <= pwriteA_i; preadA_ib <= preadA_i; sreadA_ib <= sreadA_i; pwriteB_ib <= pwriteB_i; preadB_ib <= preadB_i; sreadB_ib <= sreadB_i;
		functionTypeA_ib <= functionTypeA_i; functionTypeB_ib <= functionTypeB_i;
		opcodeA_ib <= opcodeA_i; opcodeB_ib <= opcodeB_i;
		primOperandA_ib <= primOperandA_i; primOperandB_ib <= primOperandB_i;
		secOperandA_ib <= secOperandA_i; secOperandB_ib <= secOperandB_i;
		wbA_ib <= wbA_i; wbB_ib <= wbB_i;
		wbAddrA_ib <= wbAddrA_i; wbAddrB_ib <= wbAddrB_i;		
		wbValA_ib <= wbValA_i; wbVAlB_ib <= wbVAlB_i;
		operationStatusA_ib <= operationStatusA_i; operationStatusB_ib <= operationStatusB_i;
		if(reset_i == 1)
		begin
			bankSelect <= 0;
			for(i = 0; i < NUM_REGISTERS_PER_BANK * NUM_REG_BANKS; i = i + 1)
				regFile[i] <= 0;
		end
		if(wbA_ib) 
		begin
			regFile[wbAddrA_ib + (bankSelect * NUM_REGISTERS_PER_BANK)] <= wbValA_ib;
			operationStatusA <= operationStatusA_ib;
		end
		if(enableA_ib == 1) 
		begin
			if(functionTypeA_ib == 3 && opcodeA_ib == 20) 
			begin
				bankSelect <= bankSelect + 1; 
				enableA_ob <= 0; 
			end
			else if(functionTypeA_ib == 3 && opcodeA_ib == 21) 
			begin
				bankSelect <= bankSelect - 1; 
				enableA_ob <= 0; 
			end
			else if(functionTypeA_ib == 3 && opcodeA_ib == 24) 
			begin
				bankSelect <= secOperandA_ib;
				enableA_ob <= 0; 
			end
			else if(functionTypeA_ib == 1 && (opcodeA_ib == 10 || opcodeA_ib == 0) && pwriteA_ib)
			begin
				if(sreadA_ib) 
					regFile[primOperandA_ib + (bankSelect * NUM_REGISTERS_PER_BANK)] <= regFile[secOperandA_ib + (bankSelect * NUM_REGISTERS_PER_BANK)];
				else
					regFile[primOperandA_ib + (bankSelect * NUM_REGISTERS_PER_BANK)] <= secOperandA_ib;
				enableA_ob <= 0; 
			end
			else
			begin		
				if(preadA_ib) 
					primOperandA_ob <= regFile[primOperandA_ib + (bankSelect * NUM_REGISTERS_PER_BANK)];
				if(sreadA_ib) 
					secOperandA_ob <= regFile[secOperandA_ib + (bankSelect * NUM_REGISTERS_PER_BANK)];
				else if(sreadA_ib == 0) 
					secOperandA_ob <= secOperandA_ib;
				enableA_ob <= 1;
			end
		end
		if(wbB_ib) 
			regFile[wbAddrB_ib + (bankSelect * NUM_REGISTERS_PER_BANK)] <= wbVAlB_ib;
			operationStatusB <= operationStatusB_ib;
		if(enableB_ib == 1) 
		begin
			if(functionTypeB_ib == 3 && opcodeB_ib == 20) 
			begin
				bankSelect <= bankSelect + 1; 
				enableB_ob <= 0; 
			end
			else if(functionTypeB_ib == 3 && opcodeB_ib == 21) 
			begin
				bankSelect <= bankSelect - 1; 
				enableB_ob <= 0; 
			end
			else if(functionTypeB_ib == 3 && opcodeB_ib == 24) 
			begin
				bankSelect <= secOperandB_ib;
				enableB_ob <= 0; 
			end
			else if(functionTypeB_ib == 1 && (opcodeB_ib == 10 || opcodeB_ib == 0) && pwriteB_ib)
			begin
				if(sreadB_ib) 
					regFile[primOperandB_ib + (bankSelect * NUM_REGISTERS_PER_BANK)] <= regFile[secOperandB_ib + (bankSelect * NUM_REGISTERS_PER_BANK)];
				else
					regFile[primOperandB_ib + (bankSelect * NUM_REGISTERS_PER_BANK)] <= secOperandB_ib;
				enableB_ob <= 0; 
			end
			else
			begin		
				if(preadB_ib) 
					primOperandB_ob <= regFile[primOperandB_ib + (bankSelect * NUM_REGISTERS_PER_BANK)];
				if(sreadB_ib) 
					secOperandB_ob <= regFile[secOperandB_ib + (bankSelect * NUM_REGISTERS_PER_BANK)];
				else if(sreadB_ib == 0) 
					secOperandB_ob <= secOperandB_ib;
				enableB_ob <= 1;
			end			
		end
		wbA_ob <= pwriteA_ib; wbB_ob <= pwriteB_ib;
		opCodeA_ob <= opcodeA_ib; opCodeB_ob <= opcodeB_ib;	
		regAddrA_ob <= primOperandA_ib; regAddrB_ob <= primOperandB_ib;
		functionTypeA_ob <= functionTypeA_ib; functionTypeB_ob <= functionTypeB_ib;	
		enableA_o <= enableA_ob; enableB_o <= enableB_ob;
		wbA_o <= wbA_ob; wbB_o <= wbB_ob;
		opCodeA_o <= opCodeA_ob; opCodeB_o <= opCodeB_ob;
		regAddrA_o <= regAddrA_ob; regAddrB_o <= regAddrB_ob;
		primOperandA_o <= primOperandA_ob; primOperandB_o <= primOperandB_ob;
		secOperandA_o <= secOperandA_ob; secOperandB_o <= secOperandB_ob;
		functionTypeA_o <= functionTypeA_ob; functionTypeB_o <= functionTypeB_ob;
		operationStatusA_o <= operationStatusA; operationStatusB_o <= operationStatusB;
	end
endmodule
```
`flow/run.sh`:
```
#!/bin/bash
# OpenROAD 26Q1-2900-gdf79404cd8, Yosys 0.63+post, stock flow scripts
make -C /OpenROAD-flow-scripts/flow DESIGN_CONFIG=/design/flow/config.mk WORK_HOME=/design/flow/orfs finish
```
`flow/config.mk`:
```
export PLATFORM = sky130hd
export DESIGN_NAME = RegisterUnit
export DESIGN_NICKNAME = RegisterUnit
export VERILOG_FILES = /design/flow/design.v
export SDC_FILE = /design/flow/constraint.sdc
export NUM_CORES = 4
export LEC_CHECK = 1
export CORE_UTILIZATION = 40
```
`flow/constraint.sdc`:
```
current_design RegisterUnit

set clk_period 12.7
set clk_io_pct 0.2

create_clock -name clk0 -period $clk_period [get_ports {clock_i}]

set non_clock_inputs [all_inputs -no_clocks]
set_input_delay [expr $clk_period * $clk_io_pct] -clock clk0 $non_clock_inputs
set_output_delay [expr $clk_period * $clk_io_pct] -clock clk0 [all_outputs]
```
==> flow_summary_export.csv <==
group,metric,value,unit
status,status,"completed",
yosys,yosysTopAreaCell,"edfxtp_1",
flow_run,maxCapViolations,0,
finish,final_core_util,0.4607,
power,seqPwrFrac,0.408,
clock_network,cts_tree,"done",
yosys,ys_warn_count,1,
global_routing,grt_pass1_wl,511400,um
worst_hold_path,hold_class,"reg -> reg",
yosys,fa_ha_area_frac,0,
drt,finalWirelength,390100,um
yosys,topCellsByArea,"edfxtp_1 30%, mux4_2 17%, dfxtp_1 8.6%, a221o_1 4.7%, o22ai_1 3.6%",
power,p_leak,22.83,nW
final_timing,timing.fmax,0.1759,GHz
clock_network,cts_max_path_buffers,3,
drt,via_count,58547,
yosys,mux_share,0.2132,
power,p_int,0.005242,W
place,placedInstanceArea,62590,um2
die,initCoreUtil,0.4030,
setup_path,worst_ep_required_time,13.14,ns
global_routing,antenna_found_initial,41,
final_timing,setup_viol_count_final,0,
yosys,synthAoiAreaFrac,0.2558,
die,fp.dieW,382.2,um
finish,largest_reg_flops,512,
finish,drive_gt1_frac,0.2304,
final_timing,finClkSkew,0.03813,ns
clock_network,postCtsResizedCells,0,
place,port_buffers,217,
power,power_frac_comb,0.200,
yosys,top_area_frac,0.3012,
flow_run,warning_count,26,
worst_hold_path,holdCritStartpoint,"opCodeB_ob[5]$_DFF_P_",
yosys,syn_area,57830,um2
global_routing,track_usage,0.5613,
final_timing,min_period_over_period,0.4476,
finish,stdcell_count,7379,
setup_path,crit_path_end_kind,"flop",
power,power_frac_clock,0.391,
clock_network,cts_max_level,3,
die,core-area,143500,um2
drt,antenna_left,0,
yosys,ys_sh_simple,0.08802,
yosys,ys_seq_frac,0.3870,
final_timing,drv_slew,0,
clock_network,postCtsHoldBufs,0,
yosys,ys_cells,5349,
die,dieHeight,382.2,um
yosys,ys_sh_xor,0.0003029,
yosys,postSynthCellCount,5349,
worst_hold_path,min_delay_path_depth,0,
final_timing,tightest_slew,1.246,ns
die,io_pins,219,
global_routing,grt_max_degree,62,
die,dieArea,146100,um2
setup_path,reg2reg_depth,10,
clock_network,cts_sinks,828,
yosys,ys_types,90,
final_timing,tns,0,ns
setup_path,crit_type,"reg -> reg",
setup_path,critical_path.startpoint,"secOperandB_ib[1]$_DFF_P_",
drt,vias_per_cell,7.934,
drt,drt-pass1-iter-count,10,
power,swShare,0.3344,
finish,top_register,"regFile",
clock_network,root_buffer,"clkbuf_16",
finish,lay_top_count,"edfxtp_1",
finish,final_cell_mix,"580 x edfxtp_1, 449 x mux4_2, 404 x buf_4, 360 x a21oi_1, 336 x o22ai_1",
final_timing,finalCriticalPeriod,5.684,ns
yosys,edf_count,580,
yosys,postSynthAreaPerCell,10.81,um2
drt,drt_first_iter_violations,7629,
yosys,flop_cell,"edfxtp_1",
finish,area_growth_syn_to_layout,14.31,%
global_routing,grt_overflow_total,0,
place,routabilityCongestion,1.141,
final_timing,slew_headroom,0.1663,
setup_path,r2r_start,"secOperandB_ib[1]$_DFF_P_",
finish,final_area,66100,um2
yosys,synthArstFlopShare,0,
yosys,ys_area,57830,um2
drt,drc,0,
yosys,ys_ff,828,
power,p_switching,0.002633,W
clock_network,cts_buffers,99,
power,power.density,119.1,nW/um2
clock_network,clock_latency,0.78,ns
final_timing,rsz0062_at_grt,"no",
place,placed_cells,7156,
setup_path,arrival,6.12,ns
drt,routedWlPerCell,52.87,um
clock_network,path_clk_slew,0.07,ns
clock_network,postCtsSetupBuffers,0,
place,place_hpwl,277900,um
setup_path,crit_fanout,38,
power,ir_worst_vdd,0.1219,mV
die,rows,139,
final_timing,final_hold_viol_count,0,
yosys,netlist_logic_family_top,"AND-OR/OR-AND gates",
global_routing,first_global_vias,55666,
setup_path,critPathLaunchType,"flop",
-- cells in the mapped netlist (121+ instances only) --
library cell,count
buf_2,169
a221oi_1,185
nor2_1,329
a22oi_1,151
clkbuf_1,467
o22ai_1,336
edfxtp_1,580
mux2i_1,152
nor3_1,121
mux4_2,449
o21ai_0,333
a221o_1,273
nand2_1,265
dfxtp_1,248
a21oi_1,360
-- layout make-up --
cell class | instances | area, um2
tap | 1903 | 2381
timing repair buffer | 625 | 5285
clock inverter | 53 | 593.1
inverter | 15 | 56.30
multi-input combinational | 3785 | 32410
sequential | 828 | 22450
fill | 13067 | 77380
clock buffer | 133 | 2831
antenna | 37 | 92.59
-- path summary, 6_finish.rpt --
path	slack (ns)	endpoint
max reg2reg	7.02	regFile[11][5]$_DFFE_PP_
min reg2reg	0.33	opCodeB_o[5]$_DFF_P_
min	0.33	opCodeB_o[5]$_DFF_P_
max	7.02	regFile[11][5]$_DFFE_PP_
-- layer usage --
layer	up-vias	part of all wire	global-route usage
met5	-	0.0067	0.1673
met4	68	0.11	0.4487
met3	1817	0.18	0.3962
met2	5918	0.40	0.7228
met1	28588	0.31	0.6179
li1	22156	-	-
-- kinds of logic (layout without fill, tap and decap cells) --
family / count (synthesis) / after routing
and+or+nand+nor: 1042 / 1042
muxes: 663 / 663
AOI/OAI and AO/OA: 2078 / 2078
DFF: 828 / 828
xor gates and xnor gates: 2 / 2
buffers and inverters: 736 / 826
other: 0 / 37
-- power by group through the flow --
stage | clock [W] | sequential [W] | combinational, W
4_1_cts | 0.00309 | 0.00320 | 0.00145
5_1_grt | 0.00318 | 0.00322 | 0.00153
6_report | 0.00308 | 0.00322 | 0.00158
-- through the flow --
step                hold slack, ns  power, W  worst slack (ns)
detailed placement          0.3121  0.004707             7.540
global placement            0.3098  0.004710             7.518
global route                0.3312  0.007929             7.167
finish                      0.3263  0.007875             7.016
floorplan                   0.3096  0.003866             8.890
CTS                         0.3256  0.007747             7.494
-- worst max-delay path, cell delays in order, from the launching register on --
cell	delay [ns]
dfxtp_4	0.59
buf_4	0.62
buf_4	0.67
mux4_2	0.43
mux2i_1	0.93
o22ai_1	0.43
a311oi_1	0.33
buf_4	0.20
a21o_1	0.12
buf_4	0.59
o22ai_1	0.30
Power figures rest on the tool's default switching activity, not on a simulated workload.
