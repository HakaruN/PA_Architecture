==> flow/design.v <==
`timescale 1ns / 1ps
module DataDependanctResolution(
	input wire clock_i,
	input wire reset_i,
	input wire enableA_i, enableB_i,
	input wire pWriteA_i, pReadA_i, sReadA_i, pWriteB_i, pReadB_i, sReadB_i,
	input wire [1:0] functionTypeA_i, functionTypeB_i,
	input wire [6:0] opcodeA_i, opcodeB_i,
	input wire [4:0] primOperandA_i, primOperandB_i,
	input wire [15:0] secOperandA_i, secOperandB_i,
	input wire shouldStall_i,
	output reg isStalledA_o,
	output reg isStalledB_o,
	output reg enableA_o, enableB_o,
	output reg pwriteA_o, preadA_o, sreadA_o, pwriteB_o, preadB_o, sreadB_o,
	output reg [1:0] functionTypeA_o, functionTypeB_o,
	output reg [6:0] opcodeA_o, opcodeB_o,
	output reg [4:0] primOperandA_o, primOperandB_o,
	output reg [15:0] secOperandA_o, secOperandB_o
    );
	parameter NUM_QUEUE_ENTRIES = 12; 
	parameter REG_STALL_DELAY = 8; 
	reg [2:0] frontA, backA;					  reg [2:0] frontB, backB;
	reg pEnableA_Q [NUM_QUEUE_ENTRIES -1: 0]; reg pEnableB_Q [NUM_QUEUE_ENTRIES -1: 0];
	reg pWriteA_Q [NUM_QUEUE_ENTRIES -1: 0]; reg pWriteB_Q [NUM_QUEUE_ENTRIES -1: 0];
	reg pReadA_Q [NUM_QUEUE_ENTRIES -1: 0]; reg pReadB_Q [NUM_QUEUE_ENTRIES -1: 0];
	reg sReadA_Q [NUM_QUEUE_ENTRIES -1: 0]; reg sReadB_Q [NUM_QUEUE_ENTRIES -1: 0];
	reg [1:0] funcTypeA_Q [NUM_QUEUE_ENTRIES -1: 0]; reg [1:0] funcTypeB_Q [NUM_QUEUE_ENTRIES -1: 0];
	reg [6:0] opcodeA_Q [NUM_QUEUE_ENTRIES -1: 0]; reg [6:0] opcodeB_Q [NUM_QUEUE_ENTRIES -1: 0];
	reg [4:0] pOperandA_Q [NUM_QUEUE_ENTRIES -1: 0]; reg [4:0] pOperandB_Q [NUM_QUEUE_ENTRIES -1: 0];
	reg [15:0] sOperandA_Q [NUM_QUEUE_ENTRIES -1: 0]; reg [15:0] sOperandB_Q [NUM_QUEUE_ENTRIES -1: 0];
	reg [3:0] regBlockingFile [31:0];
	integer i;
	always @(posedge clock_i)
	begin
		if(reset_i == 0) 
		begin
			if(((frontA + 1) % NUM_QUEUE_ENTRIES) > backA) 
			begin
				isStalledA_o <= 1;
			end
			else
			begin
				isStalledA_o <= 0;
				pEnableA_Q[(backA) % NUM_QUEUE_ENTRIES] <= enableA_i;
				pWriteA_Q[backA % NUM_QUEUE_ENTRIES] <= pWriteA_i;
				pReadA_Q[backA % NUM_QUEUE_ENTRIES] <= pReadA_i;
				sReadA_Q[backA % NUM_QUEUE_ENTRIES] <= sReadA_i;
				funcTypeA_Q[backA % NUM_QUEUE_ENTRIES] <= functionTypeA_i;
				opcodeA_Q[backA % NUM_QUEUE_ENTRIES] <= opcodeA_i;
				pOperandA_Q[backA % NUM_QUEUE_ENTRIES] <= primOperandA_i;
				sOperandA_Q[backA % NUM_QUEUE_ENTRIES] <= secOperandA_i;
				backA <= (backA + 1) % NUM_QUEUE_ENTRIES; 
			end
			if(((frontB + 1) % NUM_QUEUE_ENTRIES) > backB) 
			begin
				isStalledB_o <= 1;
			end
			else
			begin
				isStalledB_o <= 0;
				pEnableB_Q[(backB) % NUM_QUEUE_ENTRIES] <= enableB_i;
				pWriteB_Q[backB % NUM_QUEUE_ENTRIES] <= pWriteB_i;
				pReadB_Q[backB % NUM_QUEUE_ENTRIES] <= pReadB_i;
				sReadB_Q[backB % NUM_QUEUE_ENTRIES] <= sReadB_i;
				funcTypeB_Q[backB % NUM_QUEUE_ENTRIES] <= functionTypeB_i;
				opcodeB_Q[backB % NUM_QUEUE_ENTRIES] <= opcodeB_i;
				pOperandB_Q[backB % NUM_QUEUE_ENTRIES] <= primOperandB_i;
				sOperandB_Q[backB % NUM_QUEUE_ENTRIES] <= secOperandB_i;
				backB <= (backB + 1) % NUM_QUEUE_ENTRIES; 
			end
		end
		if(shouldStall_i == 0) 
		begin
			if((pReadA_Q[frontA % NUM_QUEUE_ENTRIES] == 1) && (regBlockingFile[pOperandA_Q[frontA % NUM_QUEUE_ENTRIES]] > 0)) 
			begin
				isStalledA_o <= 1;
			end
			else if((sReadA_Q[frontA % NUM_QUEUE_ENTRIES] == 1) && (regBlockingFile[sOperandA_Q[frontA % NUM_QUEUE_ENTRIES]] > 0))
			begin
				isStalledA_o <= 1;
			end
			else
				if(frontA == backA) 
				begin
					enableA_o <= 0;
				end
				else
				begin
					if(pWriteA_Q[frontA % NUM_QUEUE_ENTRIES] == 1)
					begin
						regBlockingFile[pOperandA_Q[frontA % NUM_QUEUE_ENTRIES]] <= REG_STALL_DELAY;
					end
					enableA_o <= pEnableA_Q[frontA % NUM_QUEUE_ENTRIES];
					pwriteA_o <= pWriteA_Q[frontA % NUM_QUEUE_ENTRIES]; preadA_o <= pReadA_Q[frontA % NUM_QUEUE_ENTRIES]; sreadA_o <= sReadA_Q[frontA % NUM_QUEUE_ENTRIES];
					functionTypeA_o <= funcTypeA_Q[frontA % NUM_QUEUE_ENTRIES]; 
					opcodeA_o <= opcodeA_Q[frontA % NUM_QUEUE_ENTRIES]; 
					primOperandA_o <= pOperandA_Q[frontA % NUM_QUEUE_ENTRIES]; 
					secOperandA_o <= sOperandA_Q[frontA % NUM_QUEUE_ENTRIES]; 
					frontA <= (frontA + 1) % NUM_QUEUE_ENTRIES;	
				end
			end
			begin
			if((pReadB_Q[frontB % NUM_QUEUE_ENTRIES] == 1) && (regBlockingFile[pOperandB_Q[frontB % NUM_QUEUE_ENTRIES]] > 0)) 
			begin
				isStalledB_o <= 1;
			end
			else if((sReadB_Q[frontB % NUM_QUEUE_ENTRIES] == 1) && (regBlockingFile[sOperandB_Q[frontB % NUM_QUEUE_ENTRIES]] > 0) )
			begin
				isStalledB_o <= 1;
			end
			else
				if(frontB == backB) 
				begin
					enableB_o <= 0;
				end
				else
				begin
					if(pWriteB_Q[frontB % NUM_QUEUE_ENTRIES] == 1)
					begin
						regBlockingFile[pOperandB_Q[frontB % NUM_QUEUE_ENTRIES]] <= REG_STALL_DELAY;
					end				
					enableB_o <= pEnableB_Q[frontB % NUM_QUEUE_ENTRIES];
					pwriteB_o <= pWriteB_Q[frontB % NUM_QUEUE_ENTRIES]; preadB_o <= pReadB_Q[frontB % NUM_QUEUE_ENTRIES]; sreadB_o <= sReadB_Q[frontB % NUM_QUEUE_ENTRIES];
					functionTypeB_o <= funcTypeB_Q[frontB % NUM_QUEUE_ENTRIES];
					opcodeB_o <= opcodeB_Q[frontB % NUM_QUEUE_ENTRIES]; 
					primOperandB_o <= pOperandB_Q[frontB % NUM_QUEUE_ENTRIES]; 
					secOperandB_o <= sOperandB_Q[frontB % NUM_QUEUE_ENTRIES]; 
					frontB <= (frontB + 1) % NUM_QUEUE_ENTRIES;	
				end
		end
		if(reset_i == 1)
		begin
			frontA <= 0; backA <= 1;
			frontB <= 0; backB <= 1;
			for(i = 0; i < 32; i = i + 1)
			begin
				regBlockingFile[i] <= 0;
			end
		end
		else
		begin
			for(i = 0; i < 32; i = i + 1)
			begin
				if(regBlockingFile[i] > 0)
					regBlockingFile[i] <= regBlockingFile[i] - 1;
			end
		end
	end
endmodule
==> flow/run.sh <==
#!/bin/bash
# OpenROAD 26Q1-2900-gdf79404cd8, Yosys 0.63+post, stock flow scripts
make -C /OpenROAD-flow-scripts/flow DESIGN_CONFIG=/design/flow/config.mk WORK_HOME=/design/flow/orfs finish
==> flow/config.mk <==
export PLATFORM = sky130hd
export DESIGN_NAME = DataDependanctResolution
export DESIGN_NICKNAME = DataDependanctResolution
export VERILOG_FILES = /design/flow/design.v
export SDC_FILE = /design/flow/constraint.sdc
export NUM_CORES = 4
export LEC_CHECK = 1
export CORE_UTILIZATION = 40
==> flow/constraint.sdc <==
current_design DataDependanctResolution

set clk_period 14.7
set clk_io_pct 0.2

create_clock -name clk0 -period $clk_period [get_ports {clock_i}]

set non_clock_inputs [all_inputs -no_clocks]
set_input_delay [expr $clk_period * $clk_io_pct] -clock clk0 $non_clock_inputs
set_output_delay [expr $clk_period * $clk_io_pct] -clock clk0 [all_outputs]
==> reports/results.ini <==
[finish]
instances_no_fill=3612
drive_gt1_share_pct=13.28
nFillCells=7044
syn2layout_area_growth_pct=16.00

[pwr]
comb_power_share_pct=35.2
netSwitchingFraction_pct=36.10
cellPowerDensity_nw_per_um2=210.5
pwr-share-seq_pct=41.1
irDropWorstVdd_mv=0.1641
p_leak_nw=13.38
pwr-share-clk_pct=23.7
p_sw_mw=2.978
p_int_mw=5.270

[routing]
drc=0
routedWlPerCell_um=23.67
viasPerCell=5.783
wl_mm=85.48
antenna_left=0
drtIter0Drc=1519
vias=20887
first_pass_iters=7

[sta]
period_needed_ns=6.560
post-route-period-util_pct=44.63
worstMarginPinSlew_ns=1.220
skew_ns=0.04763
hold_violations=0
setup_viol=0
finalSetupTns_ns=0
max_slew_margin_pct=17.90
max_clock_freq_mhz=152.4
slew_viol_final=0
grt_setup_unrepaired=no

[synthesis]
synth_top_flop_cell=edfxtp_1
area_leaders=edfxtp_1 (66%), mux4_2 (8.1%), ha_1 (2.8%), nand2_1 (2.5%), mux2i_1 (2.4%)
ys_seq_share_pct=66.62
synth_area_um2=33780
synth.top_cell.area_share_pct=65.79
top_cell=edfxtp_1
synth_warnings=3
postSynthCellCount=2291
ys_types=78
async_flop_share_pct=0
ys_area_um2=33780
synth_flop_count=754
yosys.area.top_type=edfxtp_1
edf_count=740
synthTopCellsByCount=edfxtp_1 (740), nand2_1 (227), nor2_1 (154)
ys_cells=2291
syn_area_per_cell_um2=14.74

[floorplan]
initCoreUtil_pct=40.42
ios=141
core_um2=83560
row_count=106
dieHeight_um=292.6
die_area_um2=85610
die_w_um=292.6

[critical_path]
crit_path_max_fanout=36
critPathLaunchType=flop
crit_path_end_kind=flop
cp_slowest_cell=dfxtp_2
slowest_delay_ns=0.77
cp.required_ns=14.96
crit_chain=inv_1 -> ha_1 -> or4_1 -> or2_2 -> o22ai_2 -> inv_2 -> o311ai_0 -> a21oi_1 -> or4_1 -> o41ai_4 -> buf_4 -> and2_2 -> buf_4
critPathKind=flop to flop
arrival_ns=6.82

[clock_tree]
clock_sinks=754
cts_tree=done
clock_path_buffers=3
post_cts_resized=0
cts_max_level=3
ctsRootBufferMaster=clkbuf_16
ctsHoldBuffers=0
cts_setup_buffers=0
numCtsBuffers=80
path_clk_slew_ns=0.06
insertion_delay_ns=0.65

[placed_design]
hpwlAfterDp_mm=55.72
port-buffer-count=140
gp_congestion=1.030
dp.cells=3468

[global_route]
track_usage_pct=21.81
grt_max_degree=68
grt_pass1_wl_mm=129.3
grt_pass1_vias=21751
grt_antenna_before_repair=6
gr-total-overflow=0

[hold_path]
min_path_type=flop to flop

[run]
drv_cap=0
warnings=55

[run_status]
status=finished, final reports clean

[logic make-up (layout without fill, tap and decap cells)]
| logic type | count (synthesis) | in the layout | share of synthesized area (%) |
|---|---|---|---|
| buffers and inverters | 198 | 437 | 2.282 |
| xor gates and xnor gates | 10 | 10 | 0.2593 |
| other | 0 | 2 | 0 |
| AOI/OAI and AO/OA | 358 | 358 | 7.483 |
| muxes | 209 | 209 | 10.74 |
| and+or+nand+nor | 686 | 686 | 9.802 |
| adders and majority gates | 76 | 76 | 2.815 |
| DFF | 754 | 754 | 66.62 |
[through the flow]
stage          setup WS, ns  instance area [µm²]  power (mW)  util, %  hold slack [ns]
6_report              8.140                39180       8.248    46.89           0.5827
3_3_place_gp          8.273                36590       6.242    43.79           0.5613
3_5_place_dp          8.132                36590       6.305    43.79           0.5722
5_1_grt               7.774                39180       8.694    46.89           0.6291
4_1_cts               8.113                39180       8.281    46.89           0.5806
2_1_floorplan         8.423                33780       5.110        -           0.4419
[power groups by stage]
stage	Combinational (mW)	Sequential [mW]	Clock (mW)
after CTS	2.89	3.39	1.99
final	2.91	3.39	1.95
after global routing	3.17	3.45	2.07
[critical path: cells and delay by family (launching register included)]
kind | cells | cell delay [ns]
AND-OR/OR-AND | 4 | 1.65
adder cells (fa/ha/maj) | 1 | 0.36
buffers and inverters | 4 | 1.52
flip-flops | 1 | 0.77
AND/OR/NAND/NOR | 4 | 1.84
[flip-flops by register name, indices dropped and copies added (netlist names), 16 cells and up]
register,count
pOperandA_Q,40
opcodeB_Q,56
pOperandB_Q,40
opcodeA_Q,56
sOperandA_Q,128
sOperandB_Q,128
funcTypeB_Q,16
regBlockingFile,128
secOperandB_o,16
funcTypeA_Q,16
secOperandA_o,16
[layout make-up]
type                    instances  area, µm²  area share [%]
diodes                          2      5.005         0.01277
clock buffers                  93       2061           5.260
multi-input cells            1339      10540           26.91
clock inverters                49      523.0           1.335
well taps                    1080       1351           3.449
inverters                     101      379.1          0.9676
flip-flops and latches        754      22510           57.46
repair buffers                194       1804           4.605
[layout by cell type, fill, tap and decap left out, drive strengths merged, types with 9 or more instances in the layout]
master / instances
nor2b: 20
and3: 25
o22ai: 9
o211ai: 15
inv: 100
clkdlybuf4s50: 139
buf: 55
o21ai: 30
and2: 14
or3: 32
a31oi: 26
nand4: 12
nor4: 27
a21oi: 81
o221ai: 15
o31ai: 29
clkinv: 40
dfxtp: 14
nand3: 32
nand2b: 33
nor3: 57
edfxtp: 740
mux4: 121
ha: 76
a22oi: 14
a21o: 9
nand2: 227
a211oi: 53
nor2: 154
a221oi: 11
mux2i: 81
clkbuf: 93
nand3b: 29
[worst paths after layout]
kind,to,from,cells past startpoint,slack [ns]
setup reg to reg,secOperandB_o[14]$_DFFE_PP_,frontB[1]$_SDFFE_PP0P_,13,8.14
setup / recovery,secOperandB_o[14]$_DFFE_PP_,frontB[1]$_SDFFE_PP0P_,13,8.14
hold / removal,backA[2]$_SDFFE_PP0N_,backA[2]$_SDFFE_PP0N_,2,0.58
hold reg to reg,backA[2]$_SDFFE_PP0N_,backA[2]$_SDFFE_PP0N_,2,0.58
[metal layers]
| layer | wire length (µm) | track usage (%) | vias up |
|---|---|---|---|
| li1 | - | - | 9392 |
| met1 | 32080 | 29.94 | 10139 |
| met2 | 39030 | 31.55 | 1169 |
| met3 | 11680 | 12.76 | 175 |
| met4 | 2488 | 5.082 | 12 |
| met5 | 204 | 1.418 | - |
Power and IR drop assume default switching activity.
